<file path="config.mk">
export PLATFORM = sky130hd
export DESIGN_NAME = InputT32
export DESIGN_NICKNAME = InputT32
export VERILOG_FILES = /design/flow/design.v
export SDC_FILE = /design/flow/constraint.sdc
export NUM_CORES = 4
export LEC_CHECK = 1
export CORE_UTILIZATION = 40
</file>
<file path="constraint.sdc">
current_design InputT32

set clk_period 2.2
set clk_io_pct 0.2

create_clock -name clk0 -period $clk_period [get_ports {clk}]

set non_clock_inputs [all_inputs -no_clocks]
set_input_delay [expr $clk_period * $clk_io_pct] -clock clk0 $non_clock_inputs
set_output_delay [expr $clk_period * $clk_io_pct] -clock clk0 [all_outputs]
</file>
<file path="design.v">
`timescale 1ns / 1ps
module InputT32(
	input clk,
	input [3:0] BTN,
	input [4:0]Dctr,
	output reg [31:0] Ai = 32'h87654321,
	output reg[31:0] Bi = 32'h12345678,
	output reg[2:0] state=100,
	output reg[7:0] blink
);
reg[3:0] samp;
reg[1:0] get_01,get_23;
assign push01 = BTN[0]|BTN[1];
assign push23 = BTN[2]|BTN[3];
always@(posedge clk)begin
	get_01 <= {get_01[0],push01};
	get_23 <= {get_23[0],push23};
end
always@(posedge clk)begin
	if(Dctr[4:2]<=2'b01 & get_01 == 2'b01)
		if(BTN[0]) state <= state+1;
		else state<= state-1;
	else state<=state;
end
assign HexUP16=0;
always
	if(Dctr[4:2]<3'b010)
		case({HexUP16,state[1:0]})
			3'b000: blink <= 8'b00000001;
			3'b001: blink <= 8'b00000010;
			3'b010: blink <= 8'b00000100;
			3'b011: blink <= 8'b00001000;
			3'b100: blink <= 8'b00010000;
			3'b101: blink <= 8'b00100000;
			3'b110: blink <= 8'b01000000;
			3'b111: blink <= 8'b10000000;
		endcase
	else blink <= 8'b00000000;
always@(posedge clk)begin
	if(Dctr[4:2]==3'b000 && get_23 == 2'b01)begin
	 	case({HexUP16,state[1:0]})
			3'b000: if(BTN[2])Ai[3:0] <= Ai[3:0] +1;
				else     Ai[3:0] <= Ai[3:0]-1;
			3'b001: if(BTN[2])Ai[7:4] <= Ai[7:4]+1;
				else Ai[7:4] <= Ai[7:4]-1;
			3'b010: if(BTN[2])Ai[11:8] <= Ai[11:8]+1;
				else Ai[11:8] <= Ai[11:8]-1;
			3'b011: if(BTN[2])Ai[15:12] <= Ai[15:12]+1;
				else Ai[15:12] <= Ai[15:12]-1;
			3'b100: if(BTN[2])Ai[19:16] <= Ai[19:16]+1;
				else Ai[19:16] <= Ai[19:16]-1;
			3'b101: if(BTN[2])Ai[23:20] <= Ai[23:20]+1;
				else Ai[23:20] <= Ai[23:20]-1;
			3'b110: if(BTN[2])Ai[27:24] <= Ai[27:24]+1;
				else Ai[27:24] <= Ai[27:24]-1;
			3'b111: if(BTN[2])Ai[31:28] <= Ai[31:28]+1;
				else Ai[31:28] <= Ai[31:28]-1;
	endcase
end 
else if(Dctr[4:2] == 4'b001 && get_23 == 2'b01)begin
	case({HexUP16,state[1:0]})
			3'b000: if(BTN[2])Bi[3:0] <= Bi[3:0] +1;
				else     Bi[3:0] <= Bi[3:0]-1;
			3'b001: if(BTN[2])Bi[7:4] <= Bi[7:4]+1;
				else Bi[7:4] <= Bi[7:4]-1;
			3'b010: if(BTN[2])Bi[11:8] <= Bi[11:8]+1;
				else Bi[11:8] <= Bi[11:8]-1;
			3'b011: if(BTN[2])Bi[15:12] <= Bi[15:12]+1;
				else Bi[15:12] <= Bi[15:12]-1;
			3'b100: if(BTN[2])Bi[19:16] <=Bi[19:16]+1;
				else Bi[19:16] <= Bi[19:16]-1;
			3'b101: if(BTN[2])Bi[23:20] <= Bi[23:20]+1;
				else Bi[23:20] <= Bi[23:20]-1;
			3'b110: if(BTN[2])Bi[27:24] <= Bi[27:24]+1;
				else Bi[27:24] <= Bi[27:24]-1;
			3'b111: if(BTN[2])Bi[31:28] <= Bi[31:28]+1;
				else Bi[31:28] <= Bi[31:28]-1;
	endcase
   end
end 
endmodule
</file>
<file path="run.sh">
#!/bin/bash
# OpenROAD 26Q1-2900-gdf79404cd8, Yosys 0.63+post, stock flow scripts
make -C /OpenROAD-flow-scripts/flow DESIGN_CONFIG=/design/flow/config.mk WORK_HOME=/design/flow/orfs finish
</file>
==> Slide: Implementation Results <==
Run Summary

Drt
  – Routed Wire Length: 3.42 mm
  – DR WL/cell: 10.9 µm
  – Vias post-DR: 1312
  – DR pass1 iterations: 4
  – Routed vias/inst: 4.21
  – Antenna cells: 0
  – ANT nets after route: 0
  – Residual DRC count: 0
  – 1st-iter DRT viols: 40

Yosys
  – Synth top cell by count: buf_4
  – Top cells by count: 37 x buf_4, 35 x edfxtp_1, 18 x xnor2_1
  – Syn Inst Count: 178
  – Top cells, area: edfxtp_1 45%, buf_4 12%, ha_1 8.6%, fa_1 7.8%, xnor2_1 6.8%
  – Yosys stat cell total: 178
  – Unique masters post-synth: 24
  – EDFF count, synth: 35
  – Synth area leader: edfxtp_1
  – Syn avg cell area: 13.0 µm²
  – Max-area cell share: 45.3%
  – Ys flops: 39
  – Cell Area, Synth: 2320 µm²
  – Ys flop type: edfxtp_1
  – Post-synth seq share: 48.8%
  – Yosys warning count: 4
  – Yosys stat area: 2320 µm²
  – Async S/R FF share, synth: 0%

Setup path
  – Critical Path AT: 1620 ps
  – Crit-path cells: nand2_1 > nor2_2 > clkdlybuf4s50_1
  – CP max stage cell: edfxtp_1
  – Critical path origin: state[0]
  – Crit path kind: flip-flop to primary output
  – Required time of the critical path: 1760 ps
  – CP Capture Type: primary output
  – Crit-path max cell delay: 560 ps
  – Crit path max fanout: 8
  – R2r startpoint: state[0]
  – Startpoint types: flip-flop

Cells and area
  – Area growth, synth to finish: 26.9%
  – Layout cell share with drive strength beyond 1: 11.3%
  – Final Cell Area: 2940 µm²
  – Fin cells: 312
  – Fillcell total: 496

STA
  – Setup Skew: 4.55 ps
  – Fin. Hold Viols: 0
  – Endpoints failing setup: 0
  – Final TNS setup: 0 ps
  – Fmax: 0.486 GHz
  – Tmin final: 2060 ps
  – Cycle use final: 93.5%
  – Final Slew Violations: 0
  – RSZ-0062 raised after global routing: no

Placed design
  – Buffers on Ports: 46
  – GP Congestion: 0.807
  – Placed cell area: 2810 µm²
  – Hpwl dp: 2.57 mm
  – Post-Place Cells: 304

Floorplan
  – Rows: 27
  – Initial Util: 41.8%
  – Io pins: 85
  – Die area: 6100 µm²
  – CORE AREA: 5540 µm²
  – Die width: 78.1 µm
  – Die height: 78.1 µm

Worst hold path
  – Hold_sp: get_23[0]
  – Worst Hold Class: flip-flop to flip-flop

Power
  – Gate power share: 8.4%
  – Reg power frac: 52.3%
  – Internal: 1.25 mW
  – Tot Pwr: 1.56 mW
  – Peak supply drop: 0.000269 V
  – PD cells: 532 nW/µm²
  – Clock Power Share: 39.4%
  – Switching portion of total power: 19.9%
  – Switching power: 0.312 mW
  – Leak: 1.24 nW

GRT
  – Initial antenna violation count: 0
  – Pin count of the biggest net entering global routing: 25
  – Gr usage total: 12.2%
  – Global-route wire length before repair: 5.49 mm
  – GRT overflow: 0
  – Vias in the first global route: 1177

CTS
  – CTS Hold Bufs: 0
  – Worst-path clk slew: 80 ps
  – Root Buffer: clkbuf_8
  – Clk ins delay skew pair: 290 ps
  – Max Buffers Root-to-Sink: 2
  – CTS buffer count: 5
  – Buffer count from post-CTS setup fixing: 0
  – Clk sinks: 39
  – H-tree levels: 2
  – CTS tree: built

Run
  – Tool warnings: 28
  – Max-Cap Viols: 0

Status
  – Run status: completed
-- metal layers --
layer	global-route usage (%)	share of wire [%]	up-vias
met5	0	0	-
met3	4.13	8.1	5
met4	1.30	1.3	0
met2	16.6	42	55
met1	20.8	48	600
li1	-	-	652
-- per-stage QoR --
step | worst slack (ps) | hold WS, ps | utilization, %
2_1_floorplan | 53.4 | 323 | -
5_1_grt | 30.8 | 351 | 53.1
3_5_place_dp | -54.6 | 329 | 50.8
6_report | 143 | 347 | 53.1
4_1_cts | -18.7 | 349 | 53.0
3_3_place_gp | -45.7 | 328 | 50.8
-- worst max-delay path: cells and delay by family (launching register included) --
kind                   cells  cell delay (ps)
AND/OR/NAND/NOR            2              300
flip-flops                 1              560
buffers and inverters      1              480
-- cells by family (layout without fill, tap and decap cells) --
| kind of cell | Yosys count | count (layout) | synth area share, % |
|---|---|---|---|
| buffers and inverters | 49 | 77 | 14.2 |
| AND-OR/OR-AND | 16 | 16 | 4.32 |
| adder cells (fa/ha/maj) | 25 | 25 | 16.4 |
| AND/OR/NAND/NOR | 21 | 21 | 6.10 |
| other | 2 | 36 | 0.324 |
| flip-flops | 39 | 39 | 48.8 |
| XOR/XNOR | 26 | 26 | 9.82 |
-- cell type report --
class,count,area [µm²],area share [%]
clock buffer,6,82.6,2.81
sequential,39,1130,38.4
multi-input combinational,124,992,33.7
inverter,11,45.0,1.53
tap,72,90.1,3.06
clock inverter,2,35.0,1.19
timing repair buffer,58,567,19.3
-- power by group through the flow --
stage / Combinational, mW / Clock [mW] / Sequential, mW
6_report: 0.131 / 0.616 / 0.818
5_1_grt: 0.151 / 0.663 / 0.819
4_1_cts: 0.134 / 0.631 / 0.818
-- timing repair --
item / 4_1_cts / 5_1_grt
pin swaps: 0 / 2
endpoints found under the setup margin: 4 / 3
resized: 3 / 2
-- path summary, 6_finish.rpt --
check               to  slack (ps)  depth (start not counted)
min reg2reg  get_23[1]         350                          0
min          get_23[1]         350                          0
max           blink[1]         140                          3
max reg2reg      Bi[7]         670                          4
-- sequential cells by signal (all words and copies together), names as in the netlist --
register,count
state,3
get_01,2
get_23,2
Bi,16
Ai,16
-- placed cells by master, fill, tap and decap left out, drive strengths merged, types with 3 or more instances in the layout --
cell type,n
clkdlybuf4s50,43
and3,6
nor3,3
a21oi,8
a21o,8
conb,36
inv,10
buf,12
ha,16
fa,9
xnor2,18
xor2,8
dfxtp,4
clkbuf,6
edfxtp,35
Power is estimated from default activity; no workload was simulated.
