===== ./design.v =====
`timescale 1ns / 1ps
module Anti_jitter(input wire clk,
						input wire RSTN,
						input wire [3:0] K_COL,
						input wire [15:0] SW,
						output reg [3:0] button_out,
						output reg [3:0] button_pulse,
						output reg [15:0] SW_OK,
						output [4:0] K_ROW,
						output reg CR,
						output reg rst
    );
reg [31:0] counter,rst_counter;
reg [4:0] btn_temp;
reg [15:0] sw_temp;
reg pulse;
	wire [4:0] button = {~RSTN,~K_COL[3:0]};
	assign K_ROW = {SW[15:11]};
	always @(posedge clk) begin
		btn_temp <= button;
		sw_temp <= SW;
		if(btn_temp != button || sw_temp != SW)begin
			counter <= 32'h00000000;
			rst_counter <= 0;
			pulse <= 0;
			end
		else if(counter<100000)
					counter <= counter + 1;
				else begin
					button_out <= button[3:0];
					CR <= ~RSTN;
					SW_OK <= SW;
					pulse <= 1;
					if(!pulse) button_pulse <= button[3:0];
					else button_pulse <= 0;
					if(button[4] && rst_counter<200000000)
						rst_counter <= rst_counter + 1;
					else rst <= ~RSTN;
				end
		end
endmodule

===== ./run.sh =====
#!/bin/bash
# OpenROAD 26Q1-2900-gdf79404cd8, Yosys 0.63+post, stock flow scripts
make -C /OpenROAD-flow-scripts/flow DESIGN_CONFIG=/design/flow/config.mk WORK_HOME=/design/flow/orfs finish

===== ./config.mk =====
export PLATFORM = sky130hd
export DESIGN_NAME = Anti_jitter
export DESIGN_NICKNAME = Anti_jitter
export VERILOG_FILES = /design/flow/design.v
export SDC_FILE = /design/flow/constraint.sdc
export NUM_CORES = 4
export LEC_CHECK = 1
export CORE_UTILIZATION = 30

===== ./constraint.sdc =====
current_design Anti_jitter

set clk_period 6.6
set clk_io_pct 0.2

create_clock -name clk0 -period $clk_period [get_ports {clk}]

set non_clock_inputs [all_inputs -no_clocks]
set_input_delay [expr $clk_period * $clk_io_pct] -clock clk0 $non_clock_inputs
set_output_delay [expr $clk_period * $clk_io_pct] -clock clk0 [all_outputs]

==> Slide: Implementation Results <==
Implementation Results

Setup path
  • Worst path required time: 6660 ps
  • Arrival time at the worst endpoint: 4180 ps
  • Delay of the slowest critical-path stage: 630 ps
  • Crit-path max FO: 66
  • Crit-path cells: clkdlybuf4s50_1 -> xor2_1 -> nand4_1 -> nor4_1 -> nand4_1 -> buf_4 -> nor2b_2 -> buf_4 -> nor2b_1
  • Critical-path cell with the highest stage delay: sky130_fd_sc_hd__nor2b_2
  • Crit end category: register
  • Startpoint of the lowest-slack register-to-register path: btn_temp[0]$_DFF_P_
  • Reg-to-reg slack, setup: 3650 ps
  • Critical path start-end classification: in2reg
  • Critical path launch point: K_COL[0]
  • Sort of element at the start of the critical path: primary input

Routing
  • Initial DRC count: roughly 190
  • Count of unresolved DRC violations after routing: 0
  • Via Count: 2977
  • Vias/cell: around 4.5
  • # diodes: 0
  • Mean routed wirelength per cell: 11.4 µm
  • DRT Pass-1 Iters: 4
  • Final antenna-violating net count: 0
  • Total Wirelength: 7460 µm

Die
  • Core area: 14000 µm²
  • DIE AREA: 15000 µm²
  • Die X: 122 µm
  • Total I/O pin count: ~53
  • Effective utilization at floorplan: about 31%
  • Vertical extent of the die: 122 µm
  • Row cnt: ~43

Placement
  • Port buffer count: 52
  • Routability Congestion: roughly 0.77
  • Worst Setup Slack post-DPL: 2080 ps
  • HPWL Detailed: 4880 µm
  • Placement-stage cell area: 5020 µm²

Logic synthesis
  • Number of distinct library cells after synthesis: 45
  • Total standard cell area after synthesis: 4350 µm²
  • Yosys chip area: 4350 µm²
  • Seq/Total Area, Yosys: 57.6%
  • Top flip-flop cell by instance count after synthesis: sky130_fd_sc_hd__dfxtp_1
  • Post-synth top area cell: sky130_fd_sc_hd__dfxtp_1
  • Avg Inst Size Synth: 10.3 µm²
  • Number of instances in the synthesized netlist: 422
  • Ranking of synthesized cells by area: sky130_fd_sc_hd__dfxtp_1, sky130_fd_sc_hd__edfxtp_1, sky130_fd_sc_hd__nor2_1
  • Total cells reported by yosys after synthesis: roughly 420
  • Post-synth regs: 112
  • Async set or reset register ratio after synthesis: 0%
  • Top cell area share: 39.6%
  • Warnings, synthesis: 1
  • Post-synth EDFFs: 26

Clock tree
  • CTS tree: built
  • Resize count post-CTS: 0
  • Max Root-Sink Buffers: 2
  • Clock tree root driver cell: sky130_fd_sc_hd__clkbuf_16
  • H-tree levels: 3
  • Clock-pin slew on the worst setup and hold paths: 80 ps
  • Latency at later pin: between 300 and 400 ps
  • Post-CTS setup buffer count: 0
  • Post-CTS Hold Fix Bufs: 0
  • TritonCTS buffer count: 9
  • Number of clock sinks seen by CTS: about 110

GRT
  • Tot GR Track Use: between 10% and 20%
  • Wire length of the first global-routing pass: 12800 µm
  • Antenna violations before repair: 0
  • GRT overflow: 0
  • Maximum number of pins on one net before global-route repair: 67
  • Vias in the first global route: between 2k and 3k

Finish
  • Area of all placed cells without fillers: 5320 µm²
  • Fill count: 1360
  • Fraction of layout cells with a size suffix above 1: 7.56%
  • Area grow syn2layout: 22.4%

Timing
  • Relative slew slack: around 55%
  • Number of hold violations in the final report: 0
  • Worst-margin pin slew: 673 ps
  • Fmax: 243 MHz
  • Final setup margin: 2480 ps
  • Tmin final: 4120 ps
  • Crit share post-route: 62.4%
  • Number of setup violations in the final report: 0
  • Setup tns final: 0 ps
  • Layout Skew: 10.2 ps
  • Setup repair after global routing missed its margin: false
  • Final slew viol count: 0

Run
  • Warning total across the stage logs: 25
  • Number of maximum-capacitance constraint violations: 0

Min path
  • Hold path startpoint: counter[30]$_SDFFE_PP0N_
  • Hold Path Class: reg2reg

Power and ir drop
  • Power density over the cells: 240 nW/µm²
  • Max VDD drop: 0.125 mV
  • LEAKAGE: 1.72 nW

Run status
  • Status: finished, final reports clean
-- per-stage QoR --
step | instances | hold WS [ps] | utilization [%] | power [mW]
3_5_place_dp | 640 | 417 | 35.9 | 0.762
5_1_grt | 656 | 454 | 38.0 | 1.32
3_3_place_gp | 640 | 414 | 35.9 | 0.762
6_report | 656 | 427 | 38.0 | 1.28
4_1_cts | 656 | 429 | 38.0 | 1.29
2_1_floorplan | 422 | 408 | - | 0.741
-- worst paths after layout --
| path | to | cells past startpoint |
|---|---|---|
| setup / recovery | rst$_DFFE_PP_ | 9 |
| hold / removal | counter[30]$_SDFFE_PP0N_ | 2 |
| setup reg to reg | rst$_DFFE_PP_ | 8 |
| hold reg to reg | counter[30]$_SDFFE_PP0N_ | 2 |
-- placed cells by master (no fill, tap or decap), drive strengths merged, types with 3 or more instances in the layout --
| cell type | n |
|---|---|
| or3 | 10 |
| nor2 | 62 |
| xnor2 | 24 |
| and3 | 8 |
| nand2 | 14 |
| nand3 | 27 |
| nor2b | 3 |
| clkbuf | 9 |
| nand4 | 17 |
| a21oi | 14 |
| clkdlybuf4s50 | 52 |
| clkinv | 3 |
| nor4 | 11 |
| nor3 | 14 |
| o21ai | 11 |
| buf | 4 |
| edfxtp | 26 |
| dfxtp | 86 |
| xor2 | 26 |
| inv | 34 |
-- kinds of logic (layout without fill, tap and decap cells) --
logic type               after synthesis  after routing  share of synthesized area, %
adder cells (fa/ha/maj)                2              2                         0.576
flip-flops                           112            112                          57.6
AND-OR/OR-AND                         34             34                          4.61
AND/OR/NAND/NOR                      175            175                          22.0
multiplexers                           1              1                         0.230
buffers and inverters                 48            102                          4.90
XOR/XNOR                              50             50                          10.1
-- worst max-delay path: cells and delay by family --
kind                      cells  cell delay, ps
and+or+nand+nor               5            1470
buffers and inverters         3            1210
xor gates and xnor gates      1             170
-- per-layer routing --
metal | share of wire [%] | GRT usage [%] | up-vias
li1 | - | - | 1538
met1 | 50 | 16.1 | 1379
met2 | 44 | 17.2 | 53
met3 | 4.6 | 2.94 | 7
met4 | 1.3 | 1.22 | 0
met5 | 0 | 0 | -
-- report_power, final --
part / internal [mW] / leakage [nW] / total [mW] / switching, mW
sequential: 0.706 / 0.934 / 0.709 / 0.00281
clock: 0.268 / 0.147 / 0.529 / 0.262
combinational: 0.0223 / 0.640 / 0.0365 / 0.0142
total: 0.996 / 1.72 / 1.28 / 0.279
-- synth_stat cells, drive strengths merged, types with 11 or more instances --
| cell type | instances |
|---|---|
| a21oi | 14 |
| buf | 11 |
| dfxtp | 86 |
| edfxtp | 26 |
| inv | 30 |
| nand2 | 14 |
| nand3 | 27 |
| nand4 | 17 |
| nor2 | 62 |
| nor3 | 14 |
| nor4 | 11 |
| o21ai | 11 |
| xnor2 | 24 |
| xor2 | 26 |
-- flip-flops by register name, summed over array words and instances (netlist names) --
name          flops
button_out        4
btn_temp          5
button_pulse      4
CR                1
pulse             1
sw_temp          16
rst               1
SW_OK            16
rst_counter      32
counter          32
-- cell type report --
type / count / area [µm²] / area share [%]
well taps: 180 / 225 / 4.23
clock buffers: 9 / 225 / 4.23
clock inverters: 7 / 70.1 / 1.32
inverters: 30 / 113 / 2.12
multi-input cells: 262 / 1630 / 30.7
flip-flops and latches: 112 / 2500 / 47.0
repair buffers: 56 / 551 / 10.4
Power and IR drop assume default switching activity.
