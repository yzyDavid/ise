==> design.v <==
`timescale 1ns / 1ps
module counter_32_rev(input clk,
							input s,
							input Load,
							input [31:0]PData,
							output reg [31:0]cnt,
							output reg Rc
    );
	 always @ (posedge clk) begin
		if (Load) cnt <= PData;
		else begin
			if (s) cnt <= cnt + 1;
			else cnt <= cnt - 1;
			if ((cnt == 32'hffffffff & s == 1)|(cnt == 32'h00000000 & s == 0))
				Rc <= 1;
			else
				Rc <= 0;
		end
	end
endmodule
==> run.sh <==
#!/bin/bash
# OpenROAD 26Q1-2900-gdf79404cd8, Yosys 0.63+post, stock flow scripts
make -C /OpenROAD-flow-scripts/flow DESIGN_CONFIG=/design/flow/config.mk WORK_HOME=/design/flow/orfs finish
==> config.mk <==
export PLATFORM = sky130hd
export DESIGN_NAME = counter_32_rev
export DESIGN_NICKNAME = counter_32_rev
export VERILOG_FILES = /design/flow/design.v
export SDC_FILE = /design/flow/constraint.sdc
export NUM_CORES = 4
export LEC_CHECK = 1
export CORE_UTILIZATION = 40
==> constraint.sdc <==
current_design counter_32_rev

set clk_period 5.3
set clk_io_pct 0.2

create_clock -name clk0 -period $clk_period [get_ports {clk}]

set non_clock_inputs [all_inputs -no_clocks]
set_input_delay [expr $clk_period * $clk_io_pct] -clock clk0 $non_clock_inputs
set_output_delay [expr $clk_period * $clk_io_pct] -clock clk0 [all_outputs]
==> GITHUB_STEP_SUMMARY <==
## Synthesis and layout report

| Metric | Value |
|---|---|
| Result of the run | complete, no violations |
| Dpl hpwl | 5.793 mm |
| Timing endpoint of the critical path | cnt[23]$_DFF_P_ |
| Xor/xnor cell area share of the yosys netlist | 0.08913 |
| Clock tree from TritonCTS | yes |
| Number of antenna violations at the first check in global routing | 0 |
| Synthesized area divided by synthesized cell count | 7.685 µm² |
| Post_cts resized | 0 |
| Placeable core area | 0.006495 mm² |
| DP Area | 0.003488 mm² |
| Maximum vdd drop | 0.2690 mV |
| Final total negative setup slack | 0 ps |
| Grt total ovfl | 0 |
| Period minus WS final | 4160 ps |
| Data required time at the worst endpoint | roughly 5500 ps |
| Series of cell instances along the critical path | clkdlybuf4s50_1 > inv_1 > buf_4 > ha_1 > nand3_1 > or3_1 > o211ai_2 > a21oi_2 > nand2b_1 > xnor2_1 > mux2_2 |
| Routed wire length | 7.493 mm |
| Synthesis-stage register bit count | 33 |
| CP startpoint kind | input pin |
| R2r startpoint | cnt[0]$_DFF_P_ |
| Number of routed nets with antenna violations | 0 |
| TritonCTS Sinks | 33 |
| Total power per unit cell area | 570.8 mW/mm² |
| Detailed-routing iteration count for the pre-antenna-repair pass | 18 |
| Number of fill cells | 610 |
| Largest net degree at the start of global routing | 59 |
| Quantity of hold-fixing buffers added after cts | 0 |
| Via-per-instance ratio | 5.518 |
| Final setup fails | 0 |
| Number of design rule violations left after detail routing | 0 |
| Post-CTS setup buffers | 0 |
| Clock latency of the later-clocked register in the worst-skew pair | 290 ps |
| Clock tree skew after final layout | 4.550 ps |
| Slowest Stage Delay on Critical Path | 590 ps |
| Initial standard-cell utilization of the core | 0.4236 |
| Worst Hold Slack | 570.1 ps |
| CP max FO | 19 |
| Vertical die dimension | around 85 µm |
| Total number of yosys warnings | 1 |
| Synth-to-layout area growth | 29.70% |
| Slowest cell on crit path | clkdlybuf4s50_1 |
| Detail-routed net length per standard cell | 14.93 µm |
| Number of endpoints with negative hold slack in the final report | 0 |
| Proportion of layout cells with a drive suffix above 1 | 0.04706 |
| End of the worst register-to-register path | cnt[28]$_DFF_P_ |
| Number of I/O port buffers | 67 |
| Total clock buffers created by CTS | 5 |
| Final weighted congestion in routability-driven placement | between 0.9 and 1 |
| Area enclosed by the die boundary | 0.007214 mm² |
| Crit path capture type | flop |
| Yosys stat chip area | 0.002751 mm² |
| Overall via count from detail_route | 2770 |
| Number of diodes added for antenna fixing | 0 |
| Rel. slew slack | 0.5095 |
| Clock Tree Buf Depth | 2 |
| Kind of critical path | in -> reg |
| Final core utilization | 0.5494 |
| Overall routing resource usage | 0.2201 |
| Root buf cell | clkbuf_8 |
| Worst setup path startpoint | s |
| Share of synthesized area spent on multiplexers | 0.01592 |
| Arrival time at the worst endpoint | 4340 ps |
| Count of library flops with an enable pin | 1 |
| Sequential area share after synthesis | 0.2437 |
| Leakage power | ~1.5 nW |
| HP Class | reg -> reg |
| Adders+Majority by Area | 0.1437 |
| Max-cap viol count | 0 |
| Compound-Gate Fraction of Synth Area | 0.2747 |
| Violation count after the first detailed-routing iteration | ~92 |
| Maximum operating frequency | 240.4 MHz |
| # rows | 29 |
| Vias in the first global route | ~2600 |
| Cell count after synthesis | 358 |
| Reg-to-reg slack, setup | 2790 ps |
| Unrepaired setup endpoints after global routing | false |
| Largest logic family | AND-OR/OR-AND gates |
| First-pass GRT wire length | 12.46 mm |
| Most instantiated logic cells after routing | clkdlybuf4s50_1, nand2_1, dfxtp_1 |
| Boundary pin count | slightly below 70 |
| Post-synth design cell area | 0.002751 mm² |
| Worst reg-to-reg path cell count | 10 |
| Maximum level of the CTS H-tree | 2 |
| Total tool warning count | 25 |
| Most used logic cell in the final layout | clkdlybuf4s50_1 |
| Post-route cell area | 0.003568 mm² |
| Top flip-flop cell by instance count after synthesis | dfxtp_1 |
| Number of distinct library cell variants in the gate-level netlist after synthesis | 47 |
| Simple-Gate Area Share | 0.2046 |
| Total count of max-transition violations in the final report | 0 |
| Actual transition at the worst max-transition pin | 735.0 ps |
| Post-synth ARST share | 0 |
| Post-CTS clock slew at the launch and capture registers of the worst setup and hold paths | 70 ps |
| Share of the clock period used by the worst path after layout | 0.7848 |
| Die Wd | between 80 and 90 µm |
| Number of cells in the yosys synthesis report | 358 |
==> routing by layer <==
layer	routed length (µm)	vias up	GRT usage
met5	0	-	0
li1	-	1453	-
met4	92	0	0.03698
met1	3835	1243	0.3373
met2	3317	67	0.3496
met3	247	7	0.02172
==> power breakdown <==
| part | switching [mW] | internal (mW) | total [mW] |
|---|---|---|---|
| Clock | 0.0935 | 0.0934 | 0.187 |
| Sequential | 0.134 | 0.364 | 0.498 |
| Combinational | 0.673 | 0.679 | 1.35 |
==> area by class of cell <==
type / count / area (µm²) / share of cell area
tap: 77 / 96.34 / 0.02700
sequential: 33 / 670.6 / 0.1879
inverter: 10 / 37.54 / 0.01052
clock buffer: 8 / 80.08 / 0.02244
multi-input combinational: 305 / 2003 / 0.5614
timing repair buffer: 69 / 680.7 / 0.1907
==> registers in the layout (all words and copies together), names as in the netlist <==
name / count
Rc: 1
cnt: 32
==> how the worst min path moves through the flow <==
stage,startpoint,end,slack (ps),depth (start not counted)
after CTS,cnt[0]$_DFF_P_,cnt[0]$_DFF_P_,580,1
after global routing,cnt[0]$_DFF_P_,cnt[0]$_DFF_P_,650,1
final,cnt[0]$_DFF_P_,cnt[0]$_DFF_P_,570,1
==> cell usage after synthesis (3+ instances only) <==
cell       n  area, µm²
nor2_1    18      67.56
nand2_1   56      210.2
o21a_1     3      22.52
nand3_1    7      35.03
xnor2_1   19      166.4
mux2_2     3      33.78
ha_1      30      375.4
xor2_1     9      78.83
o21ai_1   27      135.1
a31oi_1    4      25.02
nor4_1    12      75.07
o21ai_0   17      85.08
a21o_1    17      127.6
nor3_1     3      15.01
and2_1     3      18.77
clkbuf_1   8      30.03
inv_1     10      37.54
dfxtp_1   32      640.6
nand4_1   14      87.58
a21oi_1   31      155.2
a211oi_1   3      22.52
==> critical path: cells and delay by family <==
kind | cells | cell delay (ps)
AOI/OAI and AO/OA | 2 | 420
xor gates and xnor gates | 1 | 120
adders and majority gates | 1 | 430
buffers and inverters | 3 | 1310
muxes | 1 | 260
and+or+nand+nor | 3 | 730
==> cells by family after synthesis <==
kind of cell / after synthesis
adders and majority gates: 31
xor gates and xnor gates: 28
buffers and inverters: 20
AOI/OAI and AO/OA: 121
muxes: 4
and+or+nand+nor: 121
DFF: 33
==> metrics by stage <==
| step | std cells | total power [mW] | setup WS (ps) |
|---|---|---|---|
| 3_5_place_dp | 494 | 1.844 | 857.9 |
| 5_1_grt | 502 | 2.230 | 906.2 |
| 4_1_cts | 502 | 2.047 | 1152 |
| 6_report | 502 | 2.037 | 1140 |
| 3_3_place_gp | 494 | 1.853 | 884.1 |
| 2_1_floorplan | 358 | 1.380 | 1881 |
Power is estimated from default activity; no workload was simulated.
